<file path="/design/flow/design.v">
`timescale 1ns / 1ps
module ahb_fsmcontrol(
            input Hclk,
            input Hresetn,
            input Hwrite,
            input Hwritereg,
            input valid,
            input [31:0] H_addr1,
            input [31:0] H_addr2,
            input [31:0] H_addrw,
            input [31:0] H_wdata1,
            input [31:0] H_wdata2,
            input wire [31:0] Prdata,
            input [2:0] Temp_selx,
            output reg [1:0] Hresp,
            output reg Hreadyout,
            output reg Pwrite,
            output reg Penable,
            output reg [2:0] Pselx,
            output reg [31:0] Paddr,
            output reg [31:0] Pwdata,
            output [31:0] Hrdata
            );
    parameter [2:0] ST_IDLE =3'd0,ST_READ=3'd1,ST_RENABLE=3'd2,ST_WWAIT=3'd3,ST_WRITE=3'd4,ST_WRITEP=3'd5,ST_WENABLEP=3'd6,ST_WENABLE=3'd7;
    reg [2:0] state,next_state;
    reg [2:0] Pselx_w,Pselx_we,Pselx_f,Pselx_f1;
    reg b2b;
    always@(posedge Hclk,negedge Hresetn)
    if(~Hresetn)
        state<=0;
    else
        state<=next_state;
    always@(posedge Hclk)
        Hresp = 2'd0;
    always@(*)
        case(state)
            ST_IDLE: if(valid == 1'b1 && Hwrite == 1'b1)
                        next_state = ST_WWAIT;
                     else if(valid == 1'b1 && Hwrite == 1'b0)
                        next_state = ST_READ;
                     else
                        next_state = ST_IDLE;
            ST_READ: next_state =ST_RENABLE;
            ST_RENABLE: if(valid == 1'b1 && Hwrite == 1'b0)
                            next_state = ST_READ;
                        else if(valid == 1'b1 && Hwrite == 1'b1)
                            next_state = ST_WWAIT;
                        else
                            next_state = ST_IDLE;
            ST_WWAIT: next_state = (valid)?ST_WRITEP:ST_WRITE;
            ST_WRITE: next_state = (valid)?ST_WENABLEP:ST_WENABLE;
            ST_WRITEP: next_state = ST_WENABLEP;
            ST_WENABLEP: next_state = (Hwritereg)?((valid)?ST_WRITEP:ST_WRITE):ST_READ;
            ST_WENABLE: next_state = (valid)?((Hwrite)?ST_WWAIT:ST_READ):ST_IDLE;
        endcase  
    always@(posedge Hclk,negedge Hresetn)
        if(~Hresetn)
            begin
                Pselx<=3'd0;
                Penable<=1'b0;
                Pwrite<=1'bx;
                Pselx_w<=3'd0;
                Pselx_f<=3'd0;
                Pselx_f1<=3'd0;
            end
        else
            case(state)
                ST_IDLE:    begin
                                Pselx <= 3'd0;
                                Penable <= 1'b0;
                                Pwrite <= 1'bx;
                                Pselx_w<=Temp_selx;
                                Pselx_f<=3'd0;
                                Pselx_f1<=3'd0;
                                Paddr<=32'dx;
                                Pwdata<=32'dx;
                            end 
                ST_READ:    begin
                                Pwrite <= 1'b0;
                                Pselx<=Pselx_w;
                                Pselx_f <= Pselx_w;
                                if(b2b)
                                    Paddr<=H_addr2;
                                else
                                    Paddr<=H_addr1;
                                Pselx_f1<=3'd0;
                                Pselx_w<=Temp_selx;
                                Penable <= 1'b0;
                                Pwdata<=32'dx;
                            end
                ST_RENABLE: begin
                                Penable <= 1'b1;
                                Pselx<=Pselx_f;
                                Pselx_f<=Pselx_w;
                                Pwrite <= 1'b0;
                                Pselx_w<=Temp_selx;
                                Pselx_f1<=3'd0;
                            end
                ST_WWAIT:   begin
                                Penable <= 1'b0;   
                                Pselx <= 3'd0;
                                Pselx_f<=Pselx_w;
                                Pselx_f1<=3'd0;
                                Pselx_w<=3'd0;
                                Pwrite <= 1'bx;
                                Paddr<=32'dx;
                                Pwdata<=32'dx;
                            end
                ST_WRITE:   begin
                                Pselx <= Pselx_f;
                                Pselx_f1<=Pselx_f;
                                Pselx_f<=3'd0;
                                Pselx_w<=3'd0;
                                Pwrite <= 1'b1;
                                Penable <= 1'b0;
                                Paddr<=H_addr2;
                                Pwdata<=H_wdata1;
                            end
                ST_WRITEP:  begin
                                Pselx <= Temp_selx;
                                Pselx_f1<=3'd0;
                                Pselx_f<=3'd0;
                                Pselx_w<=Temp_selx;
                                Pwrite <= 1'b1;
                                Penable <= 1'b0;
                                Paddr<=H_addr2;
                                Pwdata<=H_wdata1;
                            end
                ST_WENABLE: begin
                                Penable <= 1'b1;
                                Pselx <= Pselx_f1;
                                Pselx_f<=3'd0;
                                Pselx_f1<=3'd0;
                                Pselx_w<=3'd0;
                                Pwrite <= 1'b1;
                            end
                ST_WENABLEP:begin
                                Penable <= 1'b1;
                                Pselx <= Pselx_w;
                                Pselx_f<=Pselx_w;
                                Pselx_w<=0;
                                Pwrite <= 1'b1;
                            end
            endcase
   always@(posedge Hclk)
        if(state == ST_WRITE | state == ST_WRITEP |state == ST_READ | (state == ST_WENABLEP && next_state == ST_READ) | (state == ST_WRITE && Hwritereg == 1'b0))
            begin 
            Hreadyout <= 1'b0;
            if(state == ST_WENABLEP && next_state == ST_READ)
                b2b <= 1'b1;
            else
                b2b <= 1'b0;
            end
        else
            {Hreadyout,b2b} <= {1'b1,1'b0};
   assign Hrdata = Prdata;
endmodule
`timescale 1ns / 1ps
module ahb_slave(
        input Hclk,
        input Hresetn,
        input Hwrite,
        input Hreadyin,
        input [1:0] Htrans,
        input [31:0] Haddr,
        input [31:0] Hwdata,
        input Hreadyout,
        output valid,
        output reg [31:0] H_addr1,
        output reg [31:0] H_wdata1,
        output reg [31:0] H_addr2,
        output reg [31:0] H_wdata2,
        output reg [31:0] H_addrw,
        output reg Hwritereg,
        output reg [2:0] Temp_selx
        );
        reg Hwrite1;
        always@(posedge Hclk,negedge Hresetn)
            if(!Hresetn)
            begin
                H_addr1<=0;
                H_addr2<=0;
                H_wdata1<=0;
                H_wdata2<=0;
                Hwritereg<=0;
                H_addrw<=0;
            end
            else
            begin
                if(Hreadyout)
                begin
                    H_addr1<=Haddr;
                    H_addr2<=H_addr1;
                    H_wdata1<=Hwdata;
                    H_wdata2<=H_wdata1;
                    Hwrite1<=Hwrite;
                    Hwritereg<=Hwrite1;
                    H_addrw<=H_addr2;
                end
            end
        assign valid = ( (Haddr[31:24] >= 8'h80 && Haddr[31:24]<=8'h8C) && Htrans[1] == 1'b1 && Hreadyin )?1'b1:1'b0;
        always@(Haddr)
            if(Haddr[31:24]>=8'h80 && Haddr[31:24]<8'h84)
                Temp_selx = 3'b001;
            else if(Haddr[31:24]>=8'h84 && Haddr[31:24]<8'h88)
                Temp_selx = 3'b010;
            else if(Haddr[31:24]>=8'h88 && Haddr[31:24]<8'h8C)
                Temp_selx = 3'b100; 
            else
                Temp_selx = 3'b000;
endmodule
`timescale 1ns / 1ps
module bridge_top(
        input Hclk,
        input Hresetn,
        input Hwrite,
        input Hreadyin,
        input [1:0] Htrans,
        input [31:0] Haddr,
        input [31:0] Hwdata,
        input [31:0] Prdata,
        output Pwrite,
        output Penable,
        output [2:0] Pselx,
        output [31:0] Paddr,
        output [31:0] Pwdata,
        output Hreadyout,
        output [1:0] Hresp,
        output [31:0] Hrdata
        );
        wire [31:0] H_addr1,H_addr2,H_wdata1,H_wdata2,H_addrw;
        wire Hwritereg,valid;
        wire [2:0] Temp_selx;
        ahb_slave AHB_SLAVE(.Hclk(Hclk), .Hresetn(Hresetn), .Hwrite(Hwrite), .Hreadyin(Hreadyin), .Htrans(Htrans), .Haddr(Haddr), .valid(valid), .Hwdata(Hwdata), .H_addr1(H_addr1), .H_addr2(H_addr2), .H_wdata1(H_wdata1), .H_wdata2(H_wdata2), .H_addrw(H_addrw), .Hwritereg(Hwritereg), .Temp_selx(Temp_selx), .Hreadyout(Hreadyout));
        ahb_fsmcontrol AHB_FSMCONTROL(.Hclk(Hclk), .Hresetn(Hresetn), .Hwrite(Hwrite), .Hwritereg(Hwritereg), .valid(valid), .H_addr1(H_addr1), .H_addr2(H_addr2), .H_wdata1(H_wdata1), .H_wdata2(H_wdata2), .H_addrw(H_addrw), .Prdata(Prdata), .Temp_selx(Temp_selx), .Hresp(Hresp), .Hreadyout(Hreadyout), .Pwrite(Pwrite), .Penable(Penable), .Pselx(Pselx), .Paddr(Paddr), .Pwdata(Pwdata), .Hrdata(Hrdata));
endmodule
</file>
<file path="/design/flow/run.sh">
#!/bin/bash
# OpenROAD 26Q1-2900-gdf79404cd8, Yosys 0.63+post, stock flow scripts
make -C /OpenROAD-flow-scripts/flow DESIGN_CONFIG=/design/flow/config.mk WORK_HOME=/design/flow/orfs finish
</file>
<file path="/design/flow/config.mk">
export PLATFORM = sky130hd
export DESIGN_NAME = bridge_top
export DESIGN_NICKNAME = bridge_top
export VERILOG_FILES = /design/flow/design.v
export SDC_FILE = /design/flow/constraint.sdc
export NUM_CORES = 4
export LEC_CHECK = 1
export CORE_UTILIZATION = 50
</file>
<file path="/design/flow/constraint.sdc">
current_design bridge_top

set clk_period 4.2
set clk_io_pct 0.2

create_clock -name clk0 -period $clk_period [get_ports {Hclk}]

set non_clock_inputs [all_inputs -no_clocks]
set_input_delay [expr $clk_period * $clk_io_pct] -clock clk0 $non_clock_inputs
set_output_delay [expr $clk_period * $clk_io_pct] -clock clk0 [all_outputs]
</file>
==> impl_metrics.tcl <==
# collected from the flow reports
set metrics [dict create \
    outcome "finished clean" \
    wl_per_cell_um 16.8 \
    cts_sinks 186 \
    grt_overflow_total 0 \
    yosysWarnings 2 \
    async_reset_ff_frac 0.640 \
    drive_above_1_share 0.300 \
    timing.final.crit_period_ps 2540 \
    end_kind "output port" \
    cts_hold_buf 0 \
    slew_headroom 0.489 \
    synthCells 422 \
    ys_cells 422 \
    yosysSeqAreaShare 0.697 \
    power.density_nw_per_um2 437 \
    setup_viol 0 \
    path_max_fanout 40 \
    grt_max_degree 61 \
    wl_um 12300 \
    post-place-ws_ps 1680 \
    setup_slack_ps 1660 \
    crit_chain "clkdlybuf4s50_1" \
    crit_buf_inv 1 \
    place_congestion 0.835 \
    fin_hold_ws_ps 343 \
    io_pins 206 \
    drv_slew 0 \
    p_int_uw 3170 \
    fin_skew_ps 6.16 \
    cts_max_path_buffers 2 \
    arrival_ps 1700 \
    clock.fmax_ghz 0.393 \
    ys_area_um2 7140 \
    pwr-share-comb 0.081 \
    netlist_area_um2 7140 \
    rows 43 \
    nFillCells 1000 \
    avgSynthCellArea_um2 16.9 \
    drtIter0Drc 198 \
    switching_share 0.198 \
    share_seq_of_total_power 0.524 \
    ys_ff 186 \
    slowest_stage "dfxtp_4" \
    antenna_cells 0 \
    drv_cap 0 \
    worst_slew_pin_slew_ps 767 \
    avgViaCountPerCell 5.16 \
    place_hpwl_um 7720 \
    tns_ps 0 \
    syn_to_final_growth_pct 26.8 \
    cp_top_family "flip-flops" \
    p_sw_uw 783 \
    p_clk_frac 0.395 \
    vias 3766 \
    clkTransAtPathRegs_ps 70 \
    core-area_um2 13900 \
    numCtsBuffers 17 \
    first_pass_iters 4 \
    synth-edff-count 65 \
    final_antenna_net_count 0 \
    ys_types 38 \
    cts_tree "built" \
    grt_pass1_vias 3753 \
    rsz0062_at_grt "false" \
    antenna_found_initial 0 \
    worstSetupPathType "reg -> out" \
    finalHoldViolations 0 \
    timing.final.crit_share 0.606 \
    place.port_buffers 138 \
    ctsResizeCount 0 \
    clk_latency_ps 420 \
    slowest_delay_ps 690 \
    tool_warnings 27 \
    drc_errors 0 \
    cts-root-buf "clkbuf_16" \
    start_kind "flip-flop" \
    htree_levels 4 \
    die_height_um 121 \
    lay_top_cells "clkdlybuf4s50_1 (137), mux2_2 (127), dfrtp_1 (118)" \
    grt_pass1_wl_um 19700 \
    hold_path_class "in -> async" \
    crit_required_ps 3360 \
    p_leak_uw 0.00361 \
    synth-main-ff-cell "dfrtp_1" \
    grtUsageTotal 0.187 \
    cts_setup_buffers 0 \
    fp_util 0.514 \
    vdd_drop_max_uv 320 \
    mostFrequentLayoutCell "clkdlybuf4s50_1" \
    die_w_um 121 \
    dieArea_um2 14800 \
]
[Yosys cell counts, drive strengths merged (3+ instances only)]
cell,number,area [um^2]
mux2,129,1450
nand4,3,18.8
nor2,6,22.5
edfxtp,65,1950
mux2i,3,30.0
or4,3,26.3
o21ai,6,30.0
dfrtp,118,2950
nor3,5,30.0
buf,48,325
nor2b,3,18.8
nand2,4,15.0
[power groups by stage]
| stage | clock, uW | combinational (uW) | sequential [uW] |
|---|---|---|---|
| CTS | 1600 | 327 | 2070 |
| global route | 1680 | 354 | 2090 |
| finish | 1560 | 320 | 2070 |
[kinds of logic after synthesis]
logic type | count (synthesis) | share of synthesized area
other | 1 | 0.000525
DFF | 186 | 0.697
and+or+nand+nor | 38 | 0.0347
muxes | 132 | 0.208
AOI/OAI and AO/OA | 15 | 0.0139
buffers and inverters | 50 | 0.0466
[registers in the layout (all words and copies together), names as in the netlist, 3 cells and up]
signal,count
AHB_SLAVE.H_wdata1,32
AHB_FSMCONTROL.Pselx_w,3
AHB_FSMCONTROL.Pwdata,32
AHB_FSMCONTROL.Pselx_f,3
AHB_FSMCONTROL.Pselx_f1,3
AHB_FSMCONTROL.state,8
AHB_SLAVE.H_addr1,32
AHB_SLAVE.H_addr2,32
AHB_FSMCONTROL.Paddr,32
AHB_FSMCONTROL.Pselx,3
[worst reg2reg max path: stages, from the launching register on]
cell and delay, ps:
dfrtp_1 570, or4_1 660, o21a_2 230, buf_4 280
[stage by stage]
| stage | instances | instance area, um^2 | total power, uW | utilization |
|---|---|---|---|---|
| floorplan | 423 | 7140 | 2210 | - |
| finish | 730 | 9050 | 3950 | 0.652 |
| CTS | 730 | 9050 | 4000 | 0.652 |
| global placement | 698 | 8470 | 2430 | 0.610 |
| global route | 730 | 9050 | 4120 | 0.652 |
| detailed placement | 698 | 8470 | 2430 | 0.610 |
[metal layers]
layer / vias up / global-route usage / share of wire
li1: 1731 / - / -
met1: 1857 / 0.325 / 0.45
met2: 160 / 0.254 / 0.43
met3: 18 / 0.0691 / 0.10
met4: 0 / 0.0285 / 0.019
met5: - / 0 / 0
[worst paths after layout]
| path | start | to | slack [ps] | cells after the start |
|---|---|---|---|---|
| min in group clk0 | AHB_SLAVE.H_wdata1[21]$_DFFE_PN0P_ | AHB_FSMCONTROL.Pwdata[21]$_DFFE_PP_ | 440 | 0 |
| hold reg to reg | AHB_SLAVE.H_wdata1[21]$_DFFE_PN0P_ | AHB_FSMCONTROL.Pwdata[21]$_DFFE_PP_ | 440 | 0 |
| setup reg to reg | AHB_FSMCONTROL.state[1]$_DFF_PN0_ | AHB_FSMCONTROL.Paddr[11]$_DFFE_PP_ | 2160 | 3 |
| setup / recovery | AHB_FSMCONTROL.Hreadyout$_DFF_P_ | Hreadyout | 1660 | 1 |
| max in group asynchronous | Hresetn | AHB_SLAVE.H_addr1[3]$_DFFE_PN0P_ | 2240 | 3 |
| hold / removal | Hresetn | AHB_FSMCONTROL.state[6]$_DFF_PN0_ | 340 | 1 |
[area by class of cell]
| type | count | area [um^2] | area share |
|---|---|---|---|
| Timing Repair Buffer | 144 | 1420 | 0.157 |
| Clock buffer | 21 | 450 | 0.0498 |
| Tap cell | 180 | 225 | 0.0249 |
| Inverter | 1 | 3.75 | 0.000415 |
| Sequential cell | 186 | 4970 | 0.550 |
| Multi-Input combinational cell | 187 | 1840 | 0.204 |
| Clock inverter | 11 | 128 | 0.0141 |
Power and IR drop assume default switching activity.
