<file path="/design/flow/run.sh">
#!/bin/bash
# OpenROAD 26Q1-2900-gdf79404cd8, Yosys 0.63+post, stock flow scripts
make -C /OpenROAD-flow-scripts/flow DESIGN_CONFIG=/design/flow/config.mk WORK_HOME=/design/flow/orfs finish
</file>
<file path="/design/flow/constraint.sdc">
current_design apb_slaveinterface

set clk_period 1.0
set clk_io_pct 0.2

create_clock -name clk0 -period $clk_period

set non_clock_inputs [all_inputs -no_clocks]
set_input_delay [expr $clk_period * $clk_io_pct] -clock clk0 $non_clock_inputs
set_output_delay [expr $clk_period * $clk_io_pct] -clock clk0 [all_outputs]
</file>
<file path="/design/flow/config.mk">
export PLATFORM = sky130hd
export DESIGN_NAME = apb_slaveinterface
export DESIGN_NICKNAME = apb_slaveinterface
export VERILOG_FILES = /design/flow/design.v
export SDC_FILE = /design/flow/constraint.sdc
export NUM_CORES = 4
export LEC_CHECK = 1
export CORE_AREA = 10 10 86 86
export DIE_AREA = 0 0 96 96
</file>
<file path="/design/flow/design.v">
`timescale 1ns / 1ps
module apb_slaveinterface(
            input Pwrite,
            input Penable,
            input [2:0] Pselx,
            input [31:0] Paddr,
            input [31:0] Pwdata,
            inout [31:0] Pdata,          
            output [31:0] Paddr_out,
            output [31:0] Pwdata_out,
            output Pwrite_out,
            output Penable_out,
            output [2:0] Pselx_out,
            output reg [31:0] Prdata
            );
            assign Pwrite_out = Pwrite;
            assign Penable_out = Penable;
            assign Paddr_out = Paddr;
            assign Pwdata_out = Pwdata;
            assign Pselx_out = Pselx;
            always@(*)
            if(Penable && !Pwrite)
                Prdata = $random;
            else
                Prdata = 32'bx;
            assign Pdata = (Pwrite)?Pwdata:Prdata;
endmodule
</file>
==> impl_metrics.toml <==
# flow metrics
[detailed_routing]
drc = 0
via_per_inst = 3.13
first_iter_violations = 2
wl_per_cell_um = 15.6
via_count = 642
drt_wl_total_um = 3210
dr.pass1.iters = 2
antenna_cells = 0
ant_nets = 0

[synthesis]
synthTopCellsByArea = "buf_4, and2_2, clkbuf_2"
top_area_cell = "buf_4"
netlist_instances = 137
yosys_area_sq_um = 1020
ys_cells = 137
ys_warn_count = 3
top_area_share_pct = 74.5
common_cells = "buf_4, and2_2, clkbuf_2, conb_1"
avgSynthCellArea_sq_um = 7.43
ys_seq_share_pct = 0
netlist_area_sq_um = 1020
ys_types = 4
synth_top_cell_by_count = "buf_4"

[placement]
postPlaceCellArea_sq_um = 1130
place_hpwl_um = 2730
port_buffers = 66
dpl_worst_slack_ns = -0.394
place_congestion = 0.678

[sta]
final_max_slew_viol_count = 0
finalClockPeriodUsage_pct = 92.7
setup_viol = 0
hold_viol = 0
fmax_mhz = 1080
fin_ws_ns = 0.0727
rsz0062_at_grt = "no"
fin_crit_ns = 0.927

[layout]
post-route-util_pct = 19.7
design.seq.count = 0
areaGrowthSynthToFinish_pct = 7.38
clkbuf_count = 0
comb_area_sq_um = 363
nFillCells = 633
design_area_sq_um = 1090
drive_gt1_share_pct = 35.3
seqCellArea_sq_um = 0

[global_route]
grt_max_degree = 17
grt_usage_pct = 5.70
antenna_found_initial = 0
grt_pass1_wl_um = 4150
grt_pass1_vias = 756
overflow = 0

[setup_path]
required_ns = 0.80
startpoint_type = "input port"
critPathArrivalTime_ns = 0.73
setup.worst_path.end_class = "output pin"
criticalPathCategory = "in -> out"
worstPathMaxFanout = 2

[power_and_ir_drop]
powerDensity_nw_per_um2 = 257
ir_worst_vdd_v = 0.0000806
static-leakage-power_nw = 0.610

[hold_path]
hold_path_class = "in -> out"

[floorplanning]
die_x_um = 96
coreArea_sq_um = 5540
initCoreUtil_pct = 18.4
die_y_um = 96
ios = 202
fp-row-count = 27
chipArea_sq_um = 9220

[clock_network]
post_cts_buffers = 0

[run]
maxCapViolations = 0
warnings = 32

[status]
status = "finished clean"
worst paths after layout:
| kind | start | end | slack [ns] | cells after the start |
|---|---|---|---|---|
| worst max-delay path | Pwdata[29] | Pdata[29] | 0.07 | 3 |
| worst min-delay path | Paddr[16] | Paddr_out[16] | 0.40 | 0 |
what timing repair did:
| item | in CTS | in global routing |
|---|---|---|
| hold buffers | 0 | 0 |
| endpoints found under the setup margin | 65 | 5 |
| gates resized | 100 | 6 |
| gates cloned | 1 | 0 |
report_power, final:
part | internal, mW | switching (mW)
sequential | 0 | 0
clock | 0 | 0
combinational | 0.201 | 0.0797
total | 0.201 | 0.0797
worst max-delay path, cell delays in order:
cell and delay [ns]:
dlygate4sd2_1 0.24, buf_4 0.12, and2_2 0.17
cells by family after synthesis:
| logic type | count (synthesis) | synth area share [%] |
|---|---|---|
| buffers and inverters | 104 | 76.0 |
| AND/OR/NAND/NOR | 32 | 23.6 |
| other | 1 | 0.369 |
cell usage in the layout (no fill, tap or decap):
cell,instances
and2_2,30
buf_12,1
clkdlybuf4s15_2,4
conb_1,32
clkdlybuf4s15_1,6
buf_2,8
buf_16,1
and2_4,2
dlymetal6s2s_1,5
dlygate4sd2_1,43
buf_4,1
through the flow:
stage	setup TNS, ns	hold WS, ns	total power [mW]	cells
6_report	0	0.400	0.281	205
5_1_grt	0	0.400	0.324	205
4_1_cts	0	0.400	0.302	205
3_5_place_dp	-22.91	0.400	0.359	204
3_3_place_gp	-22.10	0.400	0.359	204
2_1_floorplan	0	0.466	0.308	168
final cells by class:
cell class	instances	area share [%]
Timing Repair Buffer	69	58.5
Multi-Input combinational cell	64	33.2
Tap cell	72	8.25
per-layer routing:
layer | track usage (%) | wire length (um) | vias to the layer above
met1 | 4.52 | 805 | 260
met3 | 3.85 | 680 | 22
met2 | 10.1 | 1560 | 90
li1 | - | - | 270
met4 | 3.32 | 162 | 0
met5 | 0 | 0 | -
Power figures rest on the tool's default switching activity, not on a simulated workload.
